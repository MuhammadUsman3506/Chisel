--- /design/flow/config.mk ---
export PLATFORM = sky130hd
export DESIGN_NAME = mux_vec
export DESIGN_NICKNAME = mux_vec
export VERILOG_FILES = /design/flow/design.v
export SDC_FILE = /design/flow/constraint.sdc
export NUM_CORES = 4
export LEC_CHECK = 1
export CORE_AREA = 10 10 85 85
export DIE_AREA = 0 0 95 95
--- /design/flow/constraint.sdc ---
current_design mux_vec

set clk_period 3.9
set clk_io_pct 0.2

create_clock -name clk0 -period $clk_period

set non_clock_inputs [all_inputs -no_clocks]
set_input_delay [expr $clk_period * $clk_io_pct] -clock clk0 $non_clock_inputs
set_output_delay [expr $clk_period * $clk_io_pct] -clock clk0 [all_outputs]
--- /design/flow/design.v ---
module mux_vec(
  input         clock,
  input         reset,
  input  [31:0] io_in_0,
  input  [31:0] io_in_1,
  input  [31:0] io_in_2,
  input  [31:0] io_in_3,
  input  [4:0]  io_sel,
  output [31:0] io_out
);
  wire [31:0] _GEN_1 = 2'h1 == io_sel[1:0] ? io_in_1 : io_in_0;  
  wire [31:0] _GEN_2 = 2'h2 == io_sel[1:0] ? io_in_2 : _GEN_1;  
  assign io_out = 2'h3 == io_sel[1:0] ? io_in_3 : _GEN_2;  
endmodule
--- /design/flow/run.sh ---
#!/bin/bash
# OpenROAD 26Q1-2900-gdf79404cd8, Yosys 0.63+post, stock flow scripts
make -C /OpenROAD-flow-scripts/flow DESIGN_CONFIG=/design/flow/config.mk WORK_HOME=/design/flow/orfs finish
==> run notes <==
Flow results follow.

The run finished with clean final reports. Power comes to about 270 uW. The layout sequential cell count is 0. The ratio of final minimum period to clock period is about 82%. In this run the critical path is formed by clkdlybuf4s50_1 -> buf_4 -> mux4_2 -> clkdlybuf4s50_1.

The required time reported for the critical path endpoint is 3120 ps. The via count of the first global-routing pass is between 1000 and 1500. The count of input and output buffers is about 160. The sequential power share is 0%. The synthesis report lists the Yosys warning total as 0.

The total cells reported by yosys after synthesis is 39. Per the layout area report, the combinational gate area comes to roughly 730 um2. STA classifies the critical path startpoint as an input port. The final sum of negative setup slack is 0 ps.

The pre-placement core utilization is around 15%. The source of the worst hold timing path is io_sel[0]. The number of filler instances in the final layout is around 500. The routed layout reports a DRC error count of 0. For hold timing, the worst endpoint is io_out[2].

In the final routed layout, each cell accounts on average for around 19 um. The first-pass GRT wire length is 7090 um. The detail-routed via count per cell is 4.25.

In the power breakdown, the internal column shows about 220 uW. The total standard cell area after synthesis is a little over 800 um2. The worst path in the final design needs a cycle of approximately 3200 ps, including I/O delays and setup.

Global routing finished with a remaining overflow of 0. For this run, the register share of the synthesized area comes to 0%. The number of warnings in the stage logs is 37. The switching component of the power was reported as around 47 uW.

The timing report shows the most common cell along the critical path to be sky130_fd_sc_hd__clkdlybuf4s50_1. Pin placement for this block handled approximately 170 I/O pins. The post-detailed-placement half-perimeter wirelength is approximately 4700 um. The vias after detailed routing is ~1100. Setup repair after global routing left no endpoint under its margin.

The static leakage is ~0.00086 uW. The number of hold-repair buffers added at the cts stage is 0. Ranked by instance count, the synthesized netlist is headed by sky130_fd_sc_hd__mux4_2 (30), sky130_fd_sc_hd__buf_12 (3), sky130_fd_sc_hd__buf_2 (3), sky130_fd_sc_hd__mux4_1 (2), sky130_fd_sc_hd__buf_6 (1). The number of antenna diodes is 0.

The number of cells on the worst hold path is 4. Net switching is 17.6% of the power. The number of slew-limit violations in the final report is 0.

The detailed-routing iteration count for the pre-antenna-repair pass is 4. The post-route worst setup slack is 702 ps. The aggregate global-route resource usage is around a tenth.

Wires add up to approximately 5000 um. The die is approximately 95 um wide. The post-cts sizing count is 0.

The vertical die size is 95 um. Yosys instantiated no cell more often than sky130_fd_sc_hd__mux4_2. Timing would allow up to 313 MHz.

The post-route netlist has 16.8% of its cells at a drive strength greater than 1. The worst endpoint data arrival time is ~2400 ps. The number of endpoints failing setup at the final stage is 0. Across the run, the number of max-cap violations was 0.

At the end of the flow the core is filled with cells to roughly 45%. The worst setup path is captured at a primary output. After synthesis, the mean cell area works out to between 20 and 25 um2. Looking at area per cell type in the netlist, the leader is sky130_fd_sc_hd__mux4_2. The slew at the pin closest to its max-slew limit is approximately 410 ps.

Entering global routing, the biggest net connects 33 pins. The area of the core is approximately 0.0055 mm2. The worst supply voltage drop on vdd is 0.0000827 V. In this run the remaining antenna-violating nets after routing total 0. In this run the layout overhead on the synthesized area is reported as 202%.

The type recorded for the worst min-delay path is input port to primary output. Detailed-route iteration 0 reported a violation count of 12. The number of antenna violations at the first check in global routing is 0.

Sorting the synthesized cells by area gives the leading types as sky130_fd_sc_hd__mux4_2 (83%), sky130_fd_sc_hd__buf_12 (7.4%), sky130_fd_sc_hd__mux4_1 (6.5%), sky130_fd_sc_hd__buf_2 (1.8%), sky130_fd_sc_hd__buf_6 (1.4%). The number of distinct library cells after synthesis is 5. In the synthesized netlist, the number of instances is 39. The row count is 27.

RePlAce ended its routability-driven mode at a weighted congestion of between 0.8 and 0.9. The longest incremental delay of any stage on the critical path is reported as 450 ps. The share of the synthesized area in the top cell type is around 83%. The slowest stage of the critical path belongs to the cell sky130_fd_sc_hd__clkdlybuf4s50_1. The relative contribution of combinational cells to total power is approximately 100%. The area taken by flip-flops and latches is 0 um2.

Of the total power, the clock network draws 0%. The final count of hold timing violations is 0. The max-slew check reports its worst relative slack as between 70% and 80%. Of all nets on the critical path, the largest fanout is 32.

Post-CTS timing repair inserted 0 buffers for setup. The kind of critical path is input port to primary output. The post-placement setup slack is 677 ps. The power density relative to cell area is ~110 mW/mm2.

The floorplan die area is 0.00903 mm2. The stat command in Yosys gives a chip area of 815 um2. In the final layout, the clock buffer count is 0.
## logic make-up after synthesis
kind of cell | count (synthesis) | synth area share [%]
buffers and inverters | 7 | 10.6
muxes | 32 | 89.4
## cells in the final DEF (no fill, tap or decap)
master | Yosys | routed
sky130_fd_sc_hd__buf_12 | 3 | 1
sky130_fd_sc_hd__buf_2 | 3 | 1
sky130_fd_sc_hd__buf_4 | 0 | 1
sky130_fd_sc_hd__clkdlybuf4s50_1 | 0 | 161
sky130_fd_sc_hd__mux4_1 | 2 | 2
sky130_fd_sc_hd__mux4_2 | 30 | 30
## cell type report
type	count	area share (%)
multi-input combinational	32	29.6
tap	72	3.66
timing repair buffer	164	66.8
## layer usage
| layer | GRT usage [%] | vias to the layer above | wire [um] |
|---|---|---|---|
| li1 | - | 522 | - |
| met1 | 11.8 | 540 | 1720 |
| met2 | 19.2 | 78 | 2810 |
| met3 | 3.37 | 0 | 533 |
| met4 | 0 | 0 | 0 |
| met5 | 0 | - | 0 |
## worst max-delay path: cells and delay by family
kind / cells / cell delay, ps
buffers and inverters: 3 / 1240
muxes: 1 / 360
## worst max-delay path by stage
stage | start | to | slack (ps) | depth (start not counted)
global route | io_sel[1] | io_out[3] | 590 | 4
finish | io_sel[1] | io_out[22] | 700 | 4
CTS | io_sel[1] | io_out[10] | 680 | 4
## power groups by stage
| stage | logic (uW) | registers [uW] | clock network (uW) |
|---|---|---|---|
| 4_1_cts | 271 | 0 | 0 |
| 5_1_grt | 285 | 0 | 0 |
| 6_report | 266 | 0 | 0 |
## through the flow
stage	cell area [um2]	hold WS, ps	cells
6_report	2460	2630	268
5_1_grt	2460	2700	268
4_1_cts	2460	2650	268
3_5_place_dp	2460	2650	268
3_3_place_gp	2460	2660	268
2_1_floorplan	815	1650	39
Power figures rest on the tool's default switching activity, not on a simulated workload.
