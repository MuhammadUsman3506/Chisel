==> design/flow/design.v <==
module up_counter(
  input         clock,
  input         reset,
  input         io_en,
  input  [31:0] io_count_max,
  output        io_clr,
  output [31:0] io_count
);
  reg [31:0] countReg;  
  wire [31:0] _T_1 = countReg + 32'h1;  
  assign io_clr = io_en & io_count == io_count_max;  
  assign io_count = countReg;  
  always @(posedge clock) begin
    if (reset) begin  
      countReg <= 32'h0;  
    end else if (io_clr) begin  
      countReg <= 32'h0;  
    end else if (io_en) begin  
      countReg <= _T_1;  
    end
  end
endmodule
module clock(
  input         clock,
  input         reset,
  input         io_clock,
  input         io_reset,
  input         io_en,
  input  [31:0] io_count_max,
  input  [31:0] io_count_max_hrs,
  output        io_clr_sec,
  output [31:0] io_count_sec,
  output        io_clr_min,
  output [31:0] io_count_min,
  output        io_clr_hrs,
  output [31:0] io_count_hrs
);
  wire  up_counter_sec_clock;  
  wire  up_counter_sec_reset;  
  wire  up_counter_sec_io_en;  
  wire [31:0] up_counter_sec_io_count_max;  
  wire  up_counter_sec_io_clr;  
  wire [31:0] up_counter_sec_io_count;  
  wire  up_counter_min_clock;  
  wire  up_counter_min_reset;  
  wire  up_counter_min_io_en;  
  wire [31:0] up_counter_min_io_count_max;  
  wire  up_counter_min_io_clr;  
  wire [31:0] up_counter_min_io_count;  
  wire  up_counter_hrs_clock;  
  wire  up_counter_hrs_reset;  
  wire  up_counter_hrs_io_en;  
  wire [31:0] up_counter_hrs_io_count_max;  
  wire  up_counter_hrs_io_clr;  
  wire [31:0] up_counter_hrs_io_count;  
  up_counter up_counter_sec (  
    .clock(up_counter_sec_clock),
    .reset(up_counter_sec_reset),
    .io_en(up_counter_sec_io_en),
    .io_count_max(up_counter_sec_io_count_max),
    .io_clr(up_counter_sec_io_clr),
    .io_count(up_counter_sec_io_count)
  );
  up_counter up_counter_min (  
    .clock(up_counter_min_clock),
    .reset(up_counter_min_reset),
    .io_en(up_counter_min_io_en),
    .io_count_max(up_counter_min_io_count_max),
    .io_clr(up_counter_min_io_clr),
    .io_count(up_counter_min_io_count)
  );
  up_counter up_counter_hrs (  
    .clock(up_counter_hrs_clock),
    .reset(up_counter_hrs_reset),
    .io_en(up_counter_hrs_io_en),
    .io_count_max(up_counter_hrs_io_count_max),
    .io_clr(up_counter_hrs_io_clr),
    .io_count(up_counter_hrs_io_count)
  );
  assign io_clr_sec = up_counter_sec_io_clr;  
  assign io_count_sec = up_counter_sec_io_count;  
  assign io_clr_min = up_counter_min_io_clr;  
  assign io_count_min = up_counter_min_io_count;  
  assign io_clr_hrs = up_counter_hrs_io_clr;  
  assign io_count_hrs = up_counter_hrs_io_count;  
  assign up_counter_sec_clock = io_clock;  
  assign up_counter_sec_reset = io_reset;  
  assign up_counter_sec_io_en = io_en;  
  assign up_counter_sec_io_count_max = io_count_max;  
  assign up_counter_min_clock = io_clock;  
  assign up_counter_min_reset = io_reset;  
  assign up_counter_min_io_en = io_clr_sec;  
  assign up_counter_min_io_count_max = io_count_max;  
  assign up_counter_hrs_clock = io_clock;  
  assign up_counter_hrs_reset = io_reset;  
  assign up_counter_hrs_io_en = io_clr_min;  
  assign up_counter_hrs_io_count_max = io_count_max_hrs;  
endmodule
==> design/flow/run.sh <==
#!/bin/bash
# OpenROAD 26Q1-2900-gdf79404cd8, Yosys 0.63+post, stock flow scripts
make -C /OpenROAD-flow-scripts/flow DESIGN_CONFIG=/design/flow/config.mk WORK_HOME=/design/flow/orfs finish
==> design/flow/config.mk <==
export PLATFORM = sky130hd
export DESIGN_NAME = clock
export DESIGN_NICKNAME = clock
export VERILOG_FILES = /design/flow/design.v
export SDC_FILE = /design/flow/constraint.sdc
export NUM_CORES = 4
export LEC_CHECK = 1
export CORE_UTILIZATION = 40
==> design/flow/constraint.sdc <==
current_design clock

set clk_period 8.6
set clk_io_pct 0.2

create_clock -name clk0 -period $clk_period [get_ports {io_clock}]

set non_clock_inputs [all_inputs -no_clocks]
set_input_delay [expr $clk_period * $clk_io_pct] -clock clk0 $non_clock_inputs
set_output_delay [expr $clk_period * $clk_io_pct] -clock clk0 [all_outputs]
==> impl_metrics.py <==
# Auto-generated metrics
metrics = {
    "sta": {
        "worst_pin_slew_ns": 0.775,
        "timing.fmax_mhz": 148,
        "hold_violations": 0,
        "period_needed_ns": 6.74,
        "hold_ws_ns": 0.526,
        "period_used_pct": 78.3,
        "setup-violations-final": 0,
        "fin_skew_ns": 0.00795,
        "slew_violations": 0,
        "timing.slew.headroom_pct": 47.9,
        "finalSetupTns_ns": 0,
        "rsz0062_at_grt": "false",
        "timing.final.ws_setup_ns": 1.86,
    },
    "clocking": {
        "clockBufferDepth": 2,
        "path_clk_slew_ns": 0.07,
        "cts_setup_buffers": 0,
        "numCtsBuffers": 9,
        "cts_tree": "done",
        "clk_latency_ns": 0.35,
        "post_cts_resized": 0,
        "cts_hold_buf": 0,
        "htreeDepth": 3,
        "cts-root-buf": "clkbuf_16",
        "numClockSinks": 96,
    },
    "yosys": {
        "postSynthSeqShare_pct": 34.7,
        "ys_ff": 96,
        "synth-edff-count": 0,
        "ys_cells": 685,
        "area_leaders": "dfxtp_1 (35%), xnor2_1 (13%), xor2_1 (10%)",
        "async_reset_ff_share_pct": 0,
        "yosysTopAreaCellShare_pct": 34.7,
        "syn_area_um2": 5530,
        "yosysUniqueCellTypes": 38,
        "synth_warnings": 1,
        "synth_area_per_cell_um2": 8.08,
        "yosysTopAreaCell": "dfxtp_1",
        "netlist_instances": 685,
        "ff_type": "dfxtp_1",
        "ys_area_um2": 5530,
    },
    "worst_setup_path": {
        "critical_path.max_stage_delay_ns": 0.49,
        "critical_path_class": "in2out",
        "start_kind": "primary input",
        "critical_path.max_fanout": 28,
        "end_kind": "output pin",
        "crit_arrival_ns": 5.02,
        "path_delay_family": "buffers and inverters",
        "slowest_stage": "clkdlybuf4s50_1",
        "cp_data_required_time_ns": 6.88,
        "cp_cell_sequence": "clkdlybuf4s50_1 > xnor2_1 > nand4_1 > nor4_1 > nand3_1 > inv_2 > nand3_1 > buf_4 > nor3_1 > clkdlybuf4s50_1",
        "path_buffers": 4,
    },
    "cells_and_area": {
        "fill_cells": 1205,
        "drive_above_1_share_pct": 3.32,
        "syn2layout_area_growth_pct": 38.7,
    },
    "pwr": {
        "power_frac_seq_pct": 44.9,
        "p_sw_mw": 0.220,
        "swShare_pct": 22.1,
        "comb_power_share_pct": 8.1,
        "p_per_area_nw_per_um2": 130,
        "clkPwrFrac_pct": 47.0,
        "irDropWorstVdd_mv": 0.134,
        "p_int_mw": 0.776,
        "static-leakage-power_nw": 2.53,
    },
    "global_route": {
        "grt_pass1_wl_um": 27600,
        "overflow": 0,
        "grt_start_max_net_pins": 33,
        "antenna_found_initial": 0,
        "grt.total_usage_pct": 25.4,
        "grt_pass1_vias": 4877,
    },
    "route": {
        "drc": 0,
        "drtIter0Drc": 408,
        "routed_wl_um": 17900,
        "ant_nets": 0,
        "n_antenna_cell": 0,
        "vias": 5498,
        "via_per_inst": 5.40,
        "dr.pass1.iters": 5,
        "wl_per_cell_um": 17.5,
    },
    "die": {
        "die_y_um": 120,
        "fp-row-count": 42,
        "die_w_um": 120,
        "core-area_um2": 13300,
        "ios": 168,
        "die_area_um2": 14300,
        "floorplan.core_util_pct": 41.4,
    },
    "min_path": {
        "hold_class": "reg2reg",
    },
    "placement": {
        "dp_slack_ns": 1.90,
        "dp_hpwl_um": 13700,
        "io_buffers": 165,
        "place_congestion": 0.942,
    },
    "flow_run": {
        "timing.max_cap.violations": 0,
        "warning_count": 27,
    },
    "run_status": {
        "status": "completed",
    },
}
-- through the flow --
stage | total power, mW | util (%) | instances | cell area [µm²]
global route | 1.03 | 57.5 | 1019 | 7670
global placement | 0.537 | 54.9 | 1003 | 7330
finish | 0.996 | 57.5 | 1019 | 7670
CTS | 1.01 | 57.5 | 1019 | 7670
floorplan | 0.489 | - | 685 | 5530
detailed placement | 0.537 | 54.9 | 1003 | 7330
-- layer usage --
layer | global-route usage, % | part of all wire [%] | up-vias
met4 | 2.81 | 1.3 | 0
met5 | 0 | 0 | -
li1 | - | - | 2709
met1 | 43.1 | 51 | 2572
met2 | 34.7 | 42 | 199
met3 | 4.42 | 6.1 | 18
-- cell type report --
type | instances | area [µm²] | area share, %
Clock buffer | 10 | 229 | 2.98
Clock inverter | 6 | 115 | 1.50
Inverter | 12 | 45.0 | 0.587
Multi-Input combinational cell | 550 | 3460 | 45.1
Sequential cell | 96 | 1920 | 25.1
Tap cell | 176 | 220 | 2.87
Timing Repair Buffer | 169 | 1680 | 21.9
-- worst reg2reg max path, cell delays in order (launching register included) --
cell and delay (ns):
dfxtp_1 0.36, xnor2_1 0.36, nand4_1 0.16, nor4_1 0.43
nand3_1 0.47, inv_2 0.37, nand3_1 0.11, buf_4 0.25
inv_2 0.12, a21o_1 0.54, o21ba_1 0.23
-- synth_stat cells (all sizes together), types with 2 or more instances --
| cell | instances |
|---|---|
| a21o | 2 |
| a21oi | 41 |
| a31oi | 2 |
| and2 | 2 |
| and3 | 15 |
| and4 | 10 |
| buf | 4 |
| clkbuf | 23 |
| dfxtp | 96 |
| ha | 3 |
| inv | 12 |
| mux2i | 2 |
| nand2 | 49 |
| nand3 | 40 |
| nand3b | 6 |
| nand4 | 40 |
| nor2 | 77 |
| nor2b | 6 |
| nor3 | 12 |
| nor4 | 20 |
| o21ai | 33 |
| o31ai | 5 |
| or2 | 3 |
| or3 | 21 |
| or4 | 6 |
| xnor2 | 84 |
| xor2 | 65 |
-- cell families after synthesis --
kind of cell	count (synthesis)	synth area share [%]
flip-flops	96	34.7
buffers and inverters	39	2.74
adder cells (fa/ha/maj)	3	0.679
multiplexers	2	0.362
XOR/XNOR	149	23.6
AND/OR/NAND/NOR	310	29.5
AND-OR/OR-AND	86	8.39
-- worst paths after layout --
check / from / end / slack [ns] / cells past startpoint
worst max-delay path: io_count_max[18] / io_clr_hrs / 1.86 / 10
worst min-delay path: up_counter_hrs.countReg[11] / up_counter_hrs.countReg[11] / 0.53 / 2
worst max register to register: up_counter_sec.countReg[18] / up_counter_hrs.countReg[28] / 5.09 / 10
worst min register to register: up_counter_hrs.countReg[11] / up_counter_hrs.countReg[11] / 0.53 / 2
-- power groups by stage --
stage	combinational, mW	clock [mW]	sequential (mW)
CTS	0.0802	0.478	0.448
global route	0.0859	0.495	0.448
finish	0.0806	0.468	0.448
-- placed cells by master, fill, tap and decap left out, types with 3 or more instances in the layout --
| cell | netlist | layout |
|---|---|---|
| nor3_1 | 10 | 10 |
| and3_1 | 15 | 15 |
| xor2_1 | 65 | 65 |
| nand4_1 | 40 | 40 |
| and4_1 | 10 | 10 |
| nand3b_1 | 6 | 6 |
| nand3_1 | 38 | 38 |
| nor4_1 | 20 | 20 |
| nor2_1 | 77 | 77 |
| o21ai_0 | 33 | 33 |
| clkdlybuf4s50_1 | 0 | 165 |
| nand2_1 | 49 | 49 |
| inv_1 | 10 | 10 |
| xnor2_1 | 84 | 84 |
| or3_1 | 21 | 21 |
| ha_1 | 3 | 3 |
| o31ai_1 | 5 | 5 |
| a21oi_1 | 41 | 41 |
| dfxtp_1 | 96 | 96 |
| bufinv_16 | 0 | 3 |
| buf_4 | 0 | 4 |
| or4_1 | 6 | 6 |
| clkbuf_16 | 0 | 9 |
| nor2b_1 | 6 | 6 |
-- registers in the layout, summed over array words and instances (netlist names) --
signal and flops:
up_counter_sec.countReg 32, up_counter_hrs.countReg 32, up_counter_min.countReg 32
Power and IR drop assume default switching activity.
