[/design/flow/constraint.sdc]
current_design Register_file

set clk_period 8.5
set clk_io_pct 0.2

create_clock -name clk0 -period $clk_period [get_ports {clock}]

set non_clock_inputs [all_inputs -no_clocks]
set_input_delay [expr $clk_period * $clk_io_pct] -clock clk0 $non_clock_inputs
set_output_delay [expr $clk_period * $clk_io_pct] -clock clk0 [all_outputs]
[/design/flow/design.v]
module Register_file(
  input         clock,
  input         reset,
  input  [4:0]  io_raddr1,
  input  [4:0]  io_raddr2,
  input  [4:0]  io_waddr,
  input         io_wen,
  input  [31:0] io_wdata,
  output [31:0] io_rdata1,
  output [31:0] io_rdata2
);
  reg [31:0] mem [0:31];  
  wire [31:0] mem_MPORT_1_data;  
  wire [4:0] mem_MPORT_1_addr;  
  wire [31:0] mem_MPORT_2_data;  
  wire [4:0] mem_MPORT_2_addr;  
  wire [31:0] mem_MPORT_data;  
  wire [4:0] mem_MPORT_addr;  
  wire  mem_MPORT_mask;  
  wire  mem_MPORT_en;  
  assign mem_MPORT_1_addr = io_raddr1;
  assign mem_MPORT_1_data = mem[mem_MPORT_1_addr];  
  assign mem_MPORT_2_addr = io_raddr2;
  assign mem_MPORT_2_data = mem[mem_MPORT_2_addr];  
  assign mem_MPORT_data = io_wdata;
  assign mem_MPORT_addr = io_waddr;
  assign mem_MPORT_mask = 1'h1;
  assign mem_MPORT_en = io_wen;
  assign io_rdata1 = mem_MPORT_1_data;  
  assign io_rdata2 = mem_MPORT_2_data;  
  always @(posedge clock) begin
    if(mem_MPORT_en & mem_MPORT_mask) begin
      mem[mem_MPORT_addr] <= mem_MPORT_data;  
    end
  end
endmodule
[/design/flow/run.sh]
#!/bin/bash
# OpenROAD 26Q1-2900-gdf79404cd8, Yosys 0.63+post, stock flow scripts
make -C /OpenROAD-flow-scripts/flow DESIGN_CONFIG=/design/flow/config.mk WORK_HOME=/design/flow/orfs finish
[/design/flow/config.mk]
export PLATFORM = sky130hd
export DESIGN_NAME = Register_file
export DESIGN_NICKNAME = Register_file
export VERILOG_FILES = /design/flow/design.v
export SDC_FILE = /design/flow/constraint.sdc
export NUM_CORES = 4
export LEC_CHECK = 1
export CORE_UTILIZATION = 30
==> impl_summary.log <==
[metrics] run summary
[metrics] pin count of the biggest net entering global routing: a little over 100
[metrics] quantity of I/O buffers inserted on ports: between 100 and 150
[metrics] static power due to leakage: 20.0 nW
[metrics] critical path buffer and inverter count: 3
[metrics] leading register cell type out of synthesis: sky130_fd_sc_hd__edfxtp_1
[metrics] Clock Root Buffer: sky130_fd_sc_hd__clkbuf_16
[metrics] Max-area cell share: 63.0%
[metrics] cell taking the most area after synthesis: sky130_fd_sc_hd__edfxtp_1
[metrics] CTS hold repair buffers: 0
[metrics] largest registers: mem x1024
[metrics] Pwr Total: 11.0 mW
[metrics] count of non-filler cells in the finished layout: about 5,700
[metrics] status: finished, final reports clean
[metrics] Chip Height: 405 um
[metrics] top-level port count: ~110
[metrics] DRC violations left: 0
[metrics] Cell area leaders: sky130_fd_sc_hd__edfxtp_1 (63%), sky130_fd_sc_hd__mux2i_1 (21%), sky130_fd_sc_hd__a22oi_1 (3.0%)
[metrics] chip area: 164,000 um2
[metrics] element type at the critical path end: primary output
[metrics] count of warning messages emitted by the tools: 30
[metrics] share of post-route cells with drive strength above 1: 8.92%
[metrics] number of H-tree levels: 3
[metrics] count of final hold-check violations: 0
[metrics] crit path max fanout: 26
[metrics] clock tree sinks: 1,024
[metrics] normalized max-slew margin: 38.7%
[metrics] Worst Hold Launch: io_wdata[1]
[metrics] routability cong.: 0.865
[metrics] total iterations of the first detailed-routing run: 5
[metrics] setup-violating endpoint count in the final report: 0
[metrics] number of library cell types mapped by synthesis: 23
[metrics] most used cells in the layout excluding fill and tap cells: sky130_fd_sc_hd__mux2i_1 (1,024), sky130_fd_sc_hd__edfxtp_1 (1,024), sky130_fd_sc_hd__nand3_1 (194)
[metrics] total negative setup slack: 0 ps
[metrics] Rows: 147
[metrics] Clock Path Buffers: 3
[metrics] clock tree from TritonCTS: done
[metrics] Setup WS pre-CTS: 1860 ps
[metrics] average vias per placed instance: 5.38
[metrics] total instance count after detailed placement: 5,534
[metrics] Seq/Total Area, Yosys: between 60% and 70%
[metrics] synthesis warning total: 1
[metrics] Max Slew Vio Count: 0
[metrics] chip area line of the yosys report: 48,800 um2
[metrics] sort of element at the start of the critical path: input port
[metrics] synthesized flop and latch total: 1,024
[metrics] Detailed Route WL: 151,000 um
[metrics] slowest library cell on the worst path: sky130_fd_sc_hd__nor2b_4
[metrics] most repeated library cell on the critical path: sky130_fd_sc_hd__clkdlybuf4s50_1
[metrics] via count of the first global-routing pass: approximately 32,000
[metrics] worst hold slack after final layout: 1820 ps
[metrics] first-pass GRT wire length: 216,000 um
[metrics] GRT Util Overall: 19.2%
[metrics] Hold/Removal Path Class: input port to flop
[metrics] die span in x: 405 um
[metrics] achievable clock frequency: 149 MHz
[metrics] placed cell area: 52,500 um2
[metrics] antenna violation net count after detailed routing: 0
[metrics] number of cell instances after yosys synthesis: between 3,000 and 4,000
[metrics] part of the cycle the worst path needs: 79.1%
[metrics] post-route cell area: between 50,000 and 60,000 um2
[metrics] start point of the critical path: io_raddr1[0]
[metrics] async set-or-reset flop fraction in the synthesized netlist: 0%
[metrics] cell area after technology mapping: between 40,000 and 50,000 um2
[metrics] Worst-Margin Slew: 920 ps
[metrics] RSZ-0062 raised after global routing: no
[metrics] total vias in the final route: between 30,000 and 40,000
[metrics] synthesized instance count: 3,386
[metrics] DRC marker count from the first detailed-route iteration: 1,997
[metrics] family with the most delay on the worst path: buffers and inverters
[metrics] largest voltage drop on the vdd net: 0.154 mV
[metrics] minimum period implied by the final worst setup slack: between 6000 and 7000 ps
[metrics] cell resize tally after clock tree synthesis: 0
[metrics] routed wirelength normalized by instance count: 26.4 um
[metrics] category of the critical setup timing path: input port to primary output
[metrics] number of maximum-capacitance violations: 0
[metrics] Synth Area per Inst: 14.4 um2
[metrics] largest incremental delay on the critical path: 770 ps
[metrics] worst path cell trace: clkdlybuf4s50_1 -> nor2b_4 -> buf_4 -> a22oi_1 -> a31oi_1 -> nand3_1 -> clkdlybuf4s50_1
[metrics] starting density of the core: 30.3%
[metrics] HPWL after detailed placement: 83,500 um
[metrics] required time of the worst setup path: 6800 ps
[metrics] number of post-CTS setup repair buffers: 0
[metrics] Clk pin slew, worst setup/hold paths: 60 ps
[metrics] TritonCTS Buffers: around 100
[metrics] number of flip-flops in the largest register: about 1,000
[metrics] Fillers: around 15,000
[metrics] synthesis-to-finish area growth: 14.0%
[metrics] total power per unit cell area: 197 nW/um2
[metrics] most flop-heavy register: mem
[metrics] EDFF count, synth: between 1,000 and 1,500
[metrics] number of antenna violations at the first check in global routing: 10
[metrics] area inside the core boundary: approximately 160,000 um2
[metrics] Remaining Overflow, GRT: 0
[metrics] CP Data Arrival Time: approximately 5000 ps
[metrics] final setup slack of the worst path: 1780 ps
[metrics] fraction of the core area covered by cells at the end of the flow: 34.6%
layer usage:
layer / up-vias / part of all wire (%) / wire length, um / GRT usage (%)
met5: - / 0.060 / 91 / 0.0892
met4: 14 / 4.1 / 6220 / 6.25
met3: 301 / 14 / 20900 / 11.2
met2: 1686 / 46 / 69600 / 29.3
met1: 15165 / 36 / 54200 / 23.2
li1: 13569 / - / - / -
path summary, 6_finish.rpt:
path	endpoint	slack, ps	cells past startpoint
hold / removal	mem[28][1]	1820	2
setup / recovery	io_rdata1[25]	1780	7
synthesized netlist by cell type (2+ instances only):
library cell / instances
sky130_fd_sc_hd__and2_1: 2
sky130_fd_sc_hd__edfxtp_1: 1024
sky130_fd_sc_hd__a22o_1: 128
sky130_fd_sc_hd__nand3b_1: 5
sky130_fd_sc_hd__nand3_1: 194
sky130_fd_sc_hd__nand2_1: 195
sky130_fd_sc_hd__nor2b_1: 4
sky130_fd_sc_hd__a31oi_1: 64
sky130_fd_sc_hd__a22oi_1: 192
sky130_fd_sc_hd__buf_2: 70
sky130_fd_sc_hd__nor3_1: 64
sky130_fd_sc_hd__clkbuf_1: 86
sky130_fd_sc_hd__or3b_2: 3
sky130_fd_sc_hd__nor2_1: 35
sky130_fd_sc_hd__a21oi_1: 192
sky130_fd_sc_hd__buf_4: 47
sky130_fd_sc_hd__buf_6: 45
sky130_fd_sc_hd__or2_2: 2
sky130_fd_sc_hd__clkbuf_4: 4
sky130_fd_sc_hd__mux2i_1: 1024
sky130_fd_sc_hd__nand2b_1: 4
power breakdown:
| part | leakage (nW) | internal (mW) | switching [mW] |
|---|---|---|---|
| logic | 9.26 | 0.391 | 0.646 |
| clock network | 1.52 | 2.40 | 1.89 |
| registers | 9.22 | 5.62 | 0.0235 |
area by class of cell:
cell class	instances	area [um2]	share of cell area (%)
antenna	1	2.50	0.00450
clock buffer	123	2630	4.73
clock inverter	58	477	0.857
multi-input combinational	2109	16800	30.2
sequential	1024	30700	55.3
tap	2160	2700	4.86
timing repair buffer	241	2270	4.09
cell families (layout without fill, tap and decap cells):
group / Yosys count / after routing / synth area share (%)
muxes: 1024 / 1024 / 21.0
DFF: 1024 / 1024 / 63.0
AOI/OAI and AO/OA: 576 / 576 / 8.04
and+or+nand+nor: 509 / 509 / 4.71
buffers and inverters: 253 / 422 / 3.21
other: 0 / 1 / 0
Power and IR drop assume default switching activity.
